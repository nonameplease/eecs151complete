$ cat ./config.mk
export PLATFORM = sky130hd
export DESIGN_NAME = load_decoder
export DESIGN_NICKNAME = load_decoder
export VERILOG_FILES = /design/flow/design.v
export SDC_FILE = /design/flow/constraint.sdc
export NUM_CORES = 4
export LEC_CHECK = 1
export CORE_AREA = 10 10 70 70
export DIE_AREA = 0 0 80 80
$ cat ./constraint.sdc
current_design load_decoder

set clk_period 3.9
set clk_io_pct 0.2

create_clock -name clk0 -period $clk_period

set non_clock_inputs [all_inputs -no_clocks]
set_input_delay [expr $clk_period * $clk_io_pct] -clock clk0 $non_clock_inputs
set_output_delay [expr $clk_period * $clk_io_pct] -clock clk0 [all_outputs]
$ cat ./design.v
module load_decoder(
	input [31:0] addr,
	input [31:0] raw_data,
	input lb, lbu, lh, lhu, lw,
	output [31:0] wb_data
);
	reg [31:0] data;
	assign wb_data = data;
	always @(*) begin
		case ({lb, lbu, lh, lhu, lw})
			5'b10000: data = $signed(raw_data[7:0]);
			5'b01000: data = $unsigned(raw_data[7:0]);
			5'b00100: data = $signed(raw_data[15:0]);
			5'b00010: data = $unsigned(raw_data[15:0]);
			5'b00001: data = raw_data;
			default: data = 32'b0;
		endcase
	end
endmodule
$ cat ./run.sh
#!/bin/bash
# OpenROAD 26Q1-2900-gdf79404cd8, Yosys 0.63+post, stock flow scripts
make -C /OpenROAD-flow-scripts/flow DESIGN_CONFIG=/design/flow/config.mk WORK_HOME=/design/flow/orfs finish
==> flow_summary_export.csv <==
group,metric,value,unit
final_timing,max_freq,295,MHz
synth,ys_types,15,
routing,drtIter0Drc,23,
routing,drt-pass1-iter-count,4,
layout,syn_to_final_growth,171,%
final_timing,finalSetupTns,0,ps
grt,grt_max_degree,17,
worst_setup_path,crit_path_end_kind,"output pin",
job,cap_violations,0,
placement,placed_area,1180,um2
synth,yosysCellCount,78,
power_and_ir_drop,leakage,0.496,nW
floorplan,fp_util,12.8,%
synth,postSynthSeqShare,0,%
final_timing,slew_headroom,67.6,%
grt,grt_pass1_vias,761,
cts,post-cts-setup-buffers,0,
grt,antenna_found_initial,0,
final_timing,fin_hold_ws,2470,ps
routing,antenna_cells,0,
layout,flops,0,
routing,antenna_left,0,
synth,synth_cells,78,
synth,synth_area_per_cell,5.60,um2
synth,top_cells_by_count,"32 x nand3_1, 9 x o21ai_0, 8 x a21boi_0, 8 x inv_1, 6 x buf_2",
final_timing,worstMarginPinSlew,484,ps
floorplan,num_rows,21,
final_timing,rsz0062_at_grt,"no",
cts,ctsResizeCount,0,
power_and_ir_drop,irDropWorstVdd,0.0406,mV
synth,synth_warnings,1,
synth,synth.area.top_cells,"nand3_1 37%, a21boi_0 14%, o21ai_0 10%, buf_2 6.9%, inv_1 6.9%",
status,status,"complete, no violations",
routing,viasPerCell,4.11,
placement,port-buffer-count,69,
cts,hold_buffers,0,
floorplan,core_area,3420,um2
floorplan,die_area,6400,um2
power_and_ir_drop,power_density,71.1,nW/um2
grt,grt_usage,7.07,%
job,warning_count,64,
final_timing,hold_viol,0,
synth,top_area_share,36.7,%
synth,synth_area,437,um2
routing,drcViolationCount,0,
final_timing,finalSetupViolations,0,
worst_setup_path,path_class,"input pin to output pin",
final_timing,finalCritPeriodShare,86.8,%
routing,vias,785,
synth,ys_chip_area,437,um2
worst_setup_path,worstPathMaxFanout,8,
layout,clkbuf_count,0,
floorplan,die_h,80,um
layout,layout-drive-gt1-share,5.52,%
worst_setup_path,arrival,2610,ps
placement,dpl.hpwl,2.16,mm
floorplan,io-pin-count,101,
worst_setup_path,worst_setup_path_start_kind,"input pin",
worst_setup_path,crit_required,3120,ps
final_timing,finalMaxSlewViolations,0,
layout,final_area,1180,um2
grt,grt_pass1_wl,3.79,mm
worst_hold_path,worstHoldStart,"raw_data[6]",
final_timing,fin_crit,3390,ps
placement,gp_congestion,0.707,
grt,grt-ovfl-total,0,
routing,drt-total-wl,2.51,mm
routing,wire_per_inst,13.1,um
worst_hold_path,hold_path.class,"input pin to output pin",
worst_setup_path,crit_start,"lb",
floorplan,die_x,80,um
layout,finalCoreUtilization,34.7,%
synth,yosysMostFrequentCell,"nand3_1",
layout,seq_area,0,um2
synth,synth.largest_area_cell,"nand3_1",
==> worst max-delay path: stages <==
cell,delay (ps)
clkdlybuf4s50_1,520
nor3_4,410
a22oi_2,190
o21ai_0,200
clkdlybuf4s50_1,500
==> cell type report <==
| class | instances | area (um2) |
|---|---|---|
| timing repair buffer | 74 | 728 |
| inverter | 8 | 30.0 |
| fill | 368 | 2230 |
| tap | 46 | 57.6 |
| multi-input combinational | 63 | 369 |
==> cells by family (layout without fill, tap and decap cells) <==
group / Yosys count / count (layout) / share of synthesized area (%)
and+or+nand+nor: 41 / 41 / 49.9
AOI/OAI and AO/OA: 20 / 20 / 30.7
buffers and inverters: 15 / 82 / 15.5
xor gates and xnor gates: 2 / 2 / 4.01
==> placed cells by master (no fill, tap or decap) <==
cell type / Yosys / layout
nand3_1: 32 / 32
o211ai_1: 1 / 1
o21ai_2: 1 / 1
nand4_1: 2 / 2
clkdlybuf4s50_1: 0 / 69
buf_4: 1 / 5
o21ai_0: 9 / 9
nor3_4: 1 / 1
nor3_1: 1 / 1
xor2_1: 2 / 2
a22oi_2: 1 / 1
nor2b_1: 2 / 2
inv_1: 8 / 8
a21boi_0: 8 / 8
nor2_1: 3 / 3
==> stage by stage <==
| stage | worst slack (ps) | power [mW] | cells |
|---|---|---|---|
| global placement | 518 | 0.0841 | 191 |
| floorplan | 1590 | 0.0198 | 78 |
| global route | 333 | 0.0914 | 191 |
| CTS | 492 | 0.0859 | 191 |
| finish | 515 | 0.0842 | 191 |
| detailed placement | 488 | 0.0853 | 191 |
==> where the power goes <==
group          internal (mW)  total (mW)  switching (mW)
clock                      0           0               0
sequential                 0           0               0
combinational         0.0594      0.0842          0.0248
==> routing by layer <==
metal / wire (um) / up-vias / global-route usage, %
met5: 0 / - / 0
met4: 0 / 0 / 0
met3: 247 / 0 / 2.50
met2: 1290 / 28 / 12.8
met1: 968 / 342 / 8.19
li1: - / 415 / -
==> worst paths after layout <==
check | end | slack, ps | depth (start not counted)
setup / recovery | wb_data[14] | 510 | 5
hold / removal | wb_data[6] | 2470 | 3
No activity file was given, so power comes from the tool's default toggle rates.
