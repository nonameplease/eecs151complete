==> /design/flow/design.v <==
module rv64_alu(
	input [63:0] a,
	input [63:0] b,
	input [2:0] op,  
	output [63:0] c
);
	reg [63:0] out;
	assign c = out;
	always @(*) begin
		case (op)
			3'd0: out = $signed(a) + $signed(b);
			3'd1: out = $signed(a[31:0]) + $signed(b[31:0]);
			3'd2: out = $signed(a) - $signed(b);
			3'd3: out = $signed(a[31:0]) - $signed(b[31:0]);
			3'd4: out = $unsigned(a) << b;
			3'd5: out = $signed($unsigned(a[31:0]) << b);
			3'd6: out = $signed(a) >> b;
			3'd7: out = $signed(a) >> b;
			default: out = 64'b0;
		endcase
	end
endmodule
==> /design/flow/run.sh <==
#!/bin/bash
# OpenROAD 26Q1-2900-gdf79404cd8, Yosys 0.63+post, stock flow scripts
make -C /OpenROAD-flow-scripts/flow DESIGN_CONFIG=/design/flow/config.mk WORK_HOME=/design/flow/orfs finish
==> /design/flow/config.mk <==
export PLATFORM = sky130hd
export DESIGN_NAME = rv64_alu
export DESIGN_NICKNAME = rv64_alu
export VERILOG_FILES = /design/flow/design.v
export SDC_FILE = /design/flow/constraint.sdc
export NUM_CORES = 4
export LEC_CHECK = 1
export CORE_UTILIZATION = 40
==> /design/flow/constraint.sdc <==
current_design rv64_alu

set clk_period 27.6
set clk_io_pct 0.2

create_clock -name clk0 -period $clk_period

set non_clock_inputs [all_inputs -no_clocks]
set_input_delay [expr $clk_period * $clk_io_pct] -clock clk0 $non_clock_inputs
set_output_delay [expr $clk_period * $clk_io_pct] -clock clk0 [all_outputs]
==> ci_impl_report.md <==
### Metrics collected by this job

| Metric | Value |
|---|---|
| Status | `finished clean` |
| Reg area | `0 um^2` |
| Cell type with the largest total area | `mux4_2` |
| Tool Warnings | `between 60 and 70` |
| Top logic family | `AND-OR/OR-AND gates` |
| CORE AREA | `between 40000 and 50000 um^2` |
| Vias post-DR | `22000` |
| # resized after CTS | `0` |
| Hold_buf cts | `0` |
| Top post-synthesis cells by area | `mux4_2 (12%), ha_1 (9.0%), nor2_1 (8.0%)` |
| HPWL Detailed | `about 75000 um` |
| Top cell area share | `between 10% and 20%` |
| Cell row count | `roughly 76` |
| Internal | `approximately 0.19 mW` |
| Avg Inst Size Synth | `6.73 um^2` |
| Setup TNS | `0 ns` |
| # fillers | `roughly 4500` |
| Switching power | `0.283 mW` |
| Hold EP | `c[1]` |
| Fp_density | `roughly two fifths` |
| Sequential share of the synthesized area | `0%` |
| Final-layout clock buffer total | `0` |
| Vias per std cell | `between 6 and 7` |
| Postcts setup bufs | `0` |
| Largest fanout on the critical path | `8` |
| Leakage | `approximately 7.6 nW` |
| Minimum clock period | `about 18 ns` |
| Port-buffer cells | `between 150 and 200` |
| Proportion of power drawn by flip-flops and latches | `0%` |
| FMAX | `around 56 MHz` |
| FF+latch count | `0` |
| Tightest Pin Transition | `slightly below 1 ns` |
| Sw Share | `between 50% and 60%` |
| Tot GR Track Use | `42.1%` |
| Gp weighted congestion | `roughly 1.1` |
| Final slew viol count | `0` |
| Final Hold Viols | `0` |
| Layout cells sized above 1 | `8.67%` |
| Adder Share, Synth | `about a tenth` |
| Final WL | `about 94000 um` |
| Layer with the highest usage | `met1` |
| Complex Gates by Area | `between 30% and 40%` |
| Clk network pwr share | `0%` |
| Yosys warning total | `1` |
| Hold Path Depth | `6` |
| 1st-iter DRT viols | `~2800` |
| Largest net degree at the start of global routing | `69` |
| Synth Instances | `~2600` |
| Post-Syn Area | `17600 um^2` |
| Total power | `about 0.47 mW` |
| Initial antenna violation count | `8` |
| Routing usage on met1 | `61.6%` |
| Yosys Instances | `roughly 2600` |
| Arr. time, crit path | `12.19 ns` |
| Hold Crit Start | `b[4]` |
| Post-synthesis simple-gate area fraction | `24.9%` |
| Routed length per placed instance | `29.1 um` |
| Worst Hold Class | `in -> out` |
| Crit end category | `output port` |
| Yosys Chip Area | `~18000 um^2` |
| Final worst path period share | `approximately 64%` |
| WS Path Type | `in -> out` |
| Rel. slew slack | `approximately a third` |
| VDD IR-drop max | `12.9 uV` |
| Die W | `around 210 um` |
| Grt met3 use | `11.0%` |
| Finish-stage setup viols | `0` |
| DIE HEIGHT | `212 um` |
| DRC viols | `0` |
| Vias in the first global route | `between 20000 and 25000` |
| Remaining Overflow, GRT | `0` |
| Global-route wire length before repair | `~140000 um` |
| Number of nets with antenna violations after routing | `0` |
| Area Overhead vs Synth | `12.6%` |
| Area of the die | `between 40000 and 50000 um^2` |
| Met2 global-route usage | `about three fifths` |
| Xor/xnor share of the synthesized area | `around 6.7%` |
| Comb pwr share | `100.0%` |
| Num ports | `195` |
| RSZ-0062 raised after global routing | `no` |
| DRT Pass-1 Iters | `7` |
| Number of max-cap violations | `0` |
| Power per cell area | `around 24 nW/um^2` |
| Startpoint type of the worst setup path | `input pin` |
| Mux area share | `19.6%` |
| Count of cell types in the netlist | `just over 90` |
| Required time of the critical path | `~22 ns` |
==> power by group through the flow <==
| stage | clock (mW) | combinational (mW) | sequential (mW) |
|---|---|---|---|
| final | 0.000000000351 | 0.473 | 0 |
| after CTS | 0 | 0.460 | 0 |
| after global routing | 0 | 0.504 | 0 |
==> worst max path at each step <==
stage         startpoint  endpoint  slack (ns)  cells after the start
CTS                 b[1]     c[59]        9.94                     22
finish              b[6]     c[59]        9.89                     20
global route        b[1]     c[59]        9.36                     22
==> critical path, cell delays in order <==
cell             delay [ns]
clkdlybuf4s50_1        0.61
nor2_1                 0.49
nand4_1                0.32
or2_2                  0.49
nor2_1                 0.25
nand3_1                0.13
or4_1                  0.60
o41ai_1                0.37
xor2_1                 0.20
ha_1                   0.33
a21oi_1                0.15
o21ai_0                0.11
or2_2                  0.30
a2111oi_0              0.56
or3_1                  0.21
a21oi_1                0.23
a41oi_1                0.32
mux2_2                 0.35
o211ai_1               0.16
clkdlybuf4s50_1        0.48
==> metrics by stage <==
| step | cells | hold WS, ns | utilization [%] | setup slack, ns | instance area [um^2] |
|---|---|---|---|---|---|
| 4_1_cts | 3238 | 12.13 | 45.8 | 9.94 | 19800 |
| 3_5_place_dp | 3238 | 12.13 | 45.8 | 9.95 | 19800 |
| 5_1_grt | 3238 | 12.21 | 45.8 | 9.36 | 19800 |
| 6_report | 3239 | 12.14 | 45.8 | 9.89 | 19800 |
| 2_1_floorplan | 2610 | 11.17 | - | 10.75 | 17600 |
| 3_3_place_gp | 3238 | 12.12 | 45.8 | 9.96 | 19800 |
==> layer usage <==
metal,part of all wire (%),wire (um)
met3,12,11100
met4,3.9,3650
met5,0.063,59
met2,42,39600
met1,42,39900
==> cells by family (layout without fill, tap and decap cells) <==
family	after synthesis	after routing
mux	225	225
simple gates	933	933
buf+inv	290	333
fa+ha+maj	130	130
other cells	0	1
xor+xnor	134	134
compound gates	898	898
==> cells in the final DEF (no fill, tap or decap), drive strengths merged, types with 82 or more instances in the layout <==
cell             n
a21oi          272
clkdlybuf4s50  187
ha             127
mux2i          112
mux4            93
nand2          206
nor2           376
nor3            84
o21ai          182
xnor2           82
==> synth_stat cells (all sizes together) (28+ instances only) <==
cell type	count
xor2	52
o31ai	43
nand2	206
o22ai	29
nand4	28
a21oi	272
nor3	84
nand3	53
buf	71
ha	127
xnor2	82
a211oi	38
mux4	93
o21ai	182
nand2b	30
mux2i	112
o211ai	40
a31oi	41
clkbuf	135
a21o	60
inv	80
nor2	376
or3	32
==> area by class of cell <==
cell class	instances	area, um^2	area share (%)
timing repair buffer	249	2330	11.8
multi-input combinational	2320	16400	82.9
tap	585	732	3.70
inverter	84	318	1.61
antenna	1	2.50	0.0127
Power and IR drop assume default switching activity.
