**flow/config.mk**
```make
export PLATFORM = sky130hd
export DESIGN_NAME = alu
export DESIGN_NICKNAME = alu
export VERILOG_FILES = /design/flow/design.v
export SDC_FILE = /design/flow/constraint.sdc
export NUM_CORES = 4
export LEC_CHECK = 1
export CORE_UTILIZATION = 50
```
**flow/constraint.sdc**
```tcl
current_design alu

set clk_period 13.7
set clk_io_pct 0.2

create_clock -name clk0 -period $clk_period

set non_clock_inputs [all_inputs -no_clocks]
set_input_delay [expr $clk_period * $clk_io_pct] -clock clk0 $non_clock_inputs
set_output_delay [expr $clk_period * $clk_io_pct] -clock clk0 [all_outputs]
```
**flow/design.v**
```verilog
module alu (input [31:0] a, input [31:0] b, input [2:0] sel, output [31:0] out_data);
	reg [31:0] out;
	assign out_data = out;
	reg [32:0] carry;
	always @(*) begin
		case (sel)
			3'b000: out <= $signed(a) + $signed(b);
			3'b001: {carry, out} <= $unsigned(a) + $unsigned(b);
			3'b010:	out <= $signed(a) - $signed(b);
			3'b011:	out <= a - b;
			3'b100: out <= a & b;
			3'b101: out <= a | b;
			3'b110: out <= a >>> b;
			3'b111: out <= a >> b;
			default: out <= a + b;
		endcase
	end
endmodule
```
**flow/run.sh**
```bash
#!/bin/bash
# OpenROAD 26Q1-2900-gdf79404cd8, Yosys 0.63+post, stock flow scripts
make -C /OpenROAD-flow-scripts/flow DESIGN_CONFIG=/design/flow/config.mk WORK_HOME=/design/flow/orfs finish
```
==> summary.txt <==
State of the implementation.

- The combinational group share of total power is roughly 100%, for reference.
- The global routing report lists met3 layer usage as a little under a tenth.
- The transition time of the tightest slew-check pin is slightly below 900 ps, for reference.
- The count of mapped cells out of synthesis is a little over 1000, for reference.
- The floorplan step set the die width to 121 um.
- The met1 demand-to-capacity share in global routing is between 50% and 60%, for reference.
- Timing would allow up to around 86 MHz.
- The first global-routing pass estimated around 43 mm of wire.
- The total die size is roughly 0.015 sq mm, for reference.
- The initial detailed-routing violation count is 1051, for reference.
- The placed wire-length estimate is about 22 mm, for reference.
- The chip area line in the Yosys stat output reads just over 0.007 sq mm.
- The post-synthesis sequential area ratio is 0%, for reference.
- Summed over all nets, the switching power comes to around 0.24 mW.
- The kind of start point of the critical path is an input port, for reference.
- The simple-gate portion of the synthesized area is around a quarter, for reference.
- The final weighted congestion of routability-driven global placement is about 1.0, for reference.
- The timing endpoint of the critical path is out_data[30], for reference.
- Among the non-sequential cells, AND-OR/OR-AND gates take the most area.
- The fraction of final layout cells with drive strength greater than 1 is under 10%, for reference.
- Before antenna repair, the detailed router went through 5 iterations.
- The tightest min-delay check is of the input port to output pin type.
- According to the timing report, the data required time at the worst endpoint equals around 11000 ps.
- Dividing the final minimum period by the clock period gives 84.8%.
- Per the hold report, the tightest min-delay path originates at sel[0].
- The DRC violation total left in the routed layout is recorded as 0.
- The logs give a warning total of 35.
- The post-cts repair resize count is 0, for reference.
- The total routing usage reported by global routing is between 30% and 40%, for reference.
- The mapped netlist covers between 0.007 and 0.008 sq mm.
- The script extracted a total leakage power of approximately 3.2 nW.
- The via density per instance is about 6.6, for reference.
- The warning tally printed by Yosys for this design is 1.
- The number of clock buffers in the layout is 0, for reference.
- Yosys stat counts a little over 1000 cells in the synthesized netlist.
- Setup repair after global routing left no endpoint under its margin.
- The largest fanout on the critical path is 38, for reference.
- Detailed routing inserted a total of between 8000 and 9000 vias.
- In the final layout, flip-flops and latches occupy 0 sq um.
- The wire length reported by the detailed router is about 28 mm, for reference.
- The routed design shows a wire length per standard cell of 22.3 um.
- After global routing, the most crowded layer is met1.
- The synthesis run shows multiplexers occupying between 10% and 20% of the cell area.
- The power density over the cells is around 53 mW/mm^2, for reference.
- Per the OpenROAD floorplan log, the height of the die is between 100 and 150 um.
- The total setup violations reported at the end of the flow is 0, for reference.
- The critical path start-end classification is input port to output pin, for reference.
- The power report attributes to the clock group a share of 0%.
- The tightest slew margin relative to the limit is 41.8%, for reference.
- The initialized floorplan defines 43 standard-cell rows.
- The final count of hold timing violations is 0, for reference.
- The flow ran to the end, and the final reports show no timing, DRC or antenna violations.
- For reference, XOR and XNOR gates occupy between 10% and 20% of the area reported after synthesis.
- Buffers inserted to repair hold after CTS numbered 0.
- For the worst setup path, the data arrival time is 8880 ps.
- The via count of the first global-routing pass came to 7422.
- The final setup slack of the worst path is ~2100 ps, for reference.
- 99 I/O pins were placed.
- STA classifies the critical path endpoint as an output pin.
- The initial antenna violation count came to 1.
- Counting pins that exceed their max-slew limit in the final report gives 0.
- Tracing the worst setup path back leads to its startpoint at b[1].
- The residual antenna-violating net count after detailed routing is 0, for reference.
- The flop count is 0, for reference.
- The count of buffers from port buffering is roughly 99, for reference.
- Per the synthesis report, the AND-OR/OR-AND share of the synthesized area is a little under a third.
- The number of buffers inserted to repair setup after CTS is 0, for reference.
- The share of power burned in registers is 0%, for reference.
- The tally of unique sky130hd cells used after synthesis is about 80, for reference.
- The cell-mix breakdown from Yosys lists the adder-cell area share as between 10% and 20%.
- For this configuration, the core starts out at a cell density of about half.
- met2 track demand over resource after global routing is ~54%.
- The average footprint of a synthesized cell is 6.83 sq um, for reference.
- The final-layout setup total negative slack is 0 ps, for reference.
- The final critical path time including I/O delays and setup is around 12000 ps, for reference.
- Entering global routing, the biggest net connects 55 pins.
- The design internal power is roughly 0.19 mW, for reference.
- The placeable core area is 0.0138 sq mm, for reference.
- The placement-stage worst setup slack is around 2300 ps, for reference.
- The global route total overflow is 0, for reference.
- Per the power-grid run, VDD falls by no more than around 0.000029 V.
- The switching power as a share of total power is between 50% and 60%, for reference.
- The area added between synthesis and finish is 14.4%, for reference.
- The run reported a max-capacitance violation count of 0.
-- power by group through the flow --
stage	Sequential, mW	Combinational (mW)	Clock, mW
final	0	0.427	0.00000000188
after global routing	0	0.464	0
after CTS	0	0.417	0
-- cell usage after synthesis (all sizes together) (11+ instances only) --
cell type  number  area share (%)
xor2           36             4.6
o211ai         18             1.9
mux4           16             5.1
inv            19             1.0
nor3           29             2.1
a31oi          17             1.5
maj3           28             4.0
nand2         103             5.5
buf            17             1.2
xnor2          66             8.2
nor2b          12             1.1
mux2i          41             5.8
a22oi          12             1.3
o21a           11             1.2
a211oi         15             1.6
clkbuf         56             3.0
nor2           94             5.0
or3            12             1.1
nand2b         13             1.2
a21oi         103             7.3
o21ai          67             4.8
ha             64              11
nand3          21             1.5
a21o           23             2.4
-- area by class of cell --
type / count / area, sq um
multi-input cells: 940 / 6690
fillers: 1322 / 5760
repair buffers: 112 / 1080
well taps: 180 / 225
inverters: 20 / 75.1
diodes: 1 / 2.50
-- placed cells by master, fill, tap and decap left out, drive strengths merged, types with 19 or more instances in the layout --
cell type,synthesis,routed
xor2,36,36
a21o,23,23
nor2,94,94
nand2,103,103
a21oi,103,103
nor3,29,29
o21ai,67,67
maj3,28,28
clkdlybuf4s50,0,97
ha,64,64
mux2i,41,41
inv,19,19
xnor2,66,66
nand3,21,21
-- how the worst min path moves through the flow --
stage	to	slack [ps]	cells past startpoint
CTS	out_data[27]	6570	6
global route	out_data[27]	6620	6
finish	out_data[27]	6570	6
-- per-layer routing --
metal | up-vias | routed length (um)
li1 | 3952 | -
met1 | 3803 | 13000
met2 | 434 | 11200
met3 | 55 | 3010
met4 | 0 | 778
met5 | - | 0
-- per-stage QoR --
step / power, mW / std cells / hold slack (ps) / instance area [sq um] / utilization (%)
after floorplan: 0.276 / 1033 / 5680 / 7050 / -
after global placement: 0.417 / 1252 / 6560 / 8070 / 58.3
after detailed placement: 0.415 / 1252 / 6570 / 8070 / 58.3
after CTS: 0.417 / 1252 / 6570 / 8070 / 58.3
after global routing: 0.464 / 1252 / 6620 / 8070 / 58.3
final: 0.427 / 1253 / 6570 / 8070 / 58.3
-- critical path, stage by stage --
cell and delay, ps:
sky130_fd_sc_hd__clkdlybuf4s50_1 400, sky130_fd_sc_hd__buf_4 260, sky130_fd_sc_hd__clkinv_1 400, sky130_fd_sc_hd__ha_1 310, sky130_fd_sc_hd__nand2_1 150, sky130_fd_sc_hd__nor4_1 600, sky130_fd_sc_hd__and3b_1 300, sky130_fd_sc_hd__nand2_1 190
sky130_fd_sc_hd__nor4_2 690, sky130_fd_sc_hd__a21oi_1 190, sky130_fd_sc_hd__xnor2_1 170, sky130_fd_sc_hd__ha_1 350, sky130_fd_sc_hd__nand3_1 140, sky130_fd_sc_hd__o31ai_1 650, sky130_fd_sc_hd__a31oi_1 260, sky130_fd_sc_hd__or4_1 500
sky130_fd_sc_hd__nand3_1 110, sky130_fd_sc_hd__clkdlybuf4s50_1 450
-- cell families (layout without fill, tap and decap cells) --
family	after synthesis	in the layout
other	0	1
AND/OR/NAND/NOR	346	346
XOR/XNOR	102	102
AND-OR/OR-AND	335	335
adder cells (fa/ha/maj)	94	94
buffers and inverters	93	132
multiplexers	63	63
No activity file was given, so power comes from the tool's default toggle rates.
